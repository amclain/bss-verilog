==> flow/design.v <==
module mock_output (
  input [7:0] packet_0,
  input [7:0] packet_1,
  input [7:0] packet_2,
  input [7:0] packet_3,
  input [7:0] packet_4,
  input [7:0] packet_5,
  input [7:0] packet_6,
  input [7:0] packet_7,
  input [7:0] packet_8,
  input [7:0] packet_9,
  input [7:0] packet_10,
  input [7:0] packet_11,
  input [7:0] packet_12,
  input [7:0] packet_13,
  input [7:0] packet_14,
  input [7:0] packet_15,
  input [7:0] packet_16,
  input [7:0] packet_17,
  input [7:0] packet_18,
  input [7:0] packet_19,
  input [7:0] packet_20,
  input [7:0] packet_21,
  input [7:0] packet_22,
  input [7:0] packet_23,
  input [7:0] packet_24,
  input [7:0] packet_25,
  input [7:0] packet_26,
  input [7:0] packet_27,
  input [7:0] packet_28,
  input [5:0] data_selector,
  output [7:0] data
);
reg [7:0] data_buf;
assign data = data_buf;
always @(*)
begin
  case (data_selector)
    6'd00:   data_buf = packet_0;
    6'd01:   data_buf = packet_1;
    6'd02:   data_buf = packet_2;
    6'd03:   data_buf = packet_3;
    6'd04:   data_buf = packet_4;
    6'd05:   data_buf = packet_5;
    6'd06:   data_buf = packet_6;
    6'd07:   data_buf = packet_7;
    6'd08:   data_buf = packet_8;
    6'd09:   data_buf = packet_9;
    6'd10:   data_buf = packet_10;
    6'd11:   data_buf = packet_11;
    6'd12:   data_buf = packet_12;
    6'd13:   data_buf = packet_13;
    6'd14:   data_buf = packet_14;
    6'd15:   data_buf = packet_15;
    6'd16:   data_buf = packet_16;
    6'd17:   data_buf = packet_17;
    6'd18:   data_buf = packet_18;
    6'd19:   data_buf = packet_19;
    6'd20:   data_buf = packet_20;
    6'd21:   data_buf = packet_21;
    6'd22:   data_buf = packet_22;
    6'd23:   data_buf = packet_23;
    6'd24:   data_buf = packet_24;
    6'd25:   data_buf = packet_25;
    6'd26:   data_buf = packet_26;
    6'd27:   data_buf = packet_27;
    6'd28:   data_buf = packet_28;
    default: data_buf = 8'h00;
  endcase
end
endmodule
==> flow/run.sh <==
#!/bin/bash
# OpenROAD 26Q1-2900-gdf79404cd8, Yosys 0.63+post, stock flow scripts
make -C /OpenROAD-flow-scripts/flow DESIGN_CONFIG=/design/flow/config.mk WORK_HOME=/design/flow/orfs finish
==> flow/config.mk <==
export PLATFORM = sky130hd
export DESIGN_NAME = mock_output
export DESIGN_NICKNAME = mock_output
export VERILOG_FILES = /design/flow/design.v
export SDC_FILE = /design/flow/constraint.sdc
export NUM_CORES = 4
export LEC_CHECK = 1
export CORE_AREA = 10 10 118 118
export DIE_AREA = 0 0 128 128
==> flow/constraint.sdc <==
current_design mock_output

set clk_period 4.3
set clk_io_pct 0.2

create_clock -name clk0 -period $clk_period

set non_clock_inputs [all_inputs -no_clocks]
set_input_delay [expr $clk_period * $clk_io_pct] -clock clk0 $non_clock_inputs
set_output_delay [expr $clk_period * $clk_io_pct] -clock clk0 [all_outputs]
==> flow.log <==
[flow] summary of implementation run
INFO  metric openroad.warnings = 32
INFO  metric clock_power_share = 0%
INFO  metric fin_tns_setup = 0 ns
INFO  metric vias_per_cell = 5.373
INFO  metric first_pass_iters = 5
INFO  metric cp_data_arrival_time = 3.31 ns
INFO  metric crit_path_max_incr_delay = 0.48 ns
INFO  metric synth.distinct_cells = 53
INFO  metric ys_warn_count = 1
INFO  metric worst_hold_path_type = primary input to output pin
INFO  metric first_global_vias = 4208
INFO  metric swShare = 34.55%
INFO  metric final_min_period_over_clock_period = 96.94%
INFO  metric setup_viol = 0
INFO  metric die-width = 128 um
INFO  metric endpoint_kind = output pin
INFO  metric grt_start_max_net_pins = 31
INFO  metric hold_viol_final = 0
INFO  metric post_synth.cell_area_avg = 6.834 um^2
INFO  metric worstPathCellList = clkdlybuf4s50_1, buf_4, nor4bb_4, buf_4, a22o_1, a2111oi_0, buf_4, nand4_1, clkdlybuf4s50_1
INFO  metric layout_top_cell_excl_fill_tap = sky130_fd_sc_hd__clkdlybuf4s50_1
INFO  metric area_delta_synth_final = 123.7%
INFO  metric die_height = 128 um
INFO  metric highest_ir_drop_seen_on_vdd = 0.06459 mV
INFO  metric most-common-layout-cells = sky130_fd_sc_hd__clkdlybuf4s50_1 (244), sky130_fd_sc_hd__nand3_1 (41), sky130_fd_sc_hd__buf_4 (36), sky130_fd_sc_hd__nand2_1 (31), sky130_fd_sc_hd__mux2i_1 (30)
INFO  metric dieArea = 16380 um^2
INFO  metric timing.critical_path.mode_cell = sky130_fd_sc_hd__buf_4
INFO  metric grt_pass1_wl = 24.47 mm
INFO  metric critPathKind = primary input to output pin
INFO  metric timing.critical_path.required = 3.44 ns
INFO  metric boundaryPins = 246
INFO  metric rsz0062_at_grt = no
INFO  metric finalMaxSlewViolations = 0
INFO  metric pwr-share-comb = 100.0%
INFO  metric synth.yosys.num_cells = 331
INFO  metric overflow = 0
INFO  metric seq_cells = 0
INFO  metric relative_slew_slack = 53.52%
INFO  metric drive_gt1_share = 10.42%
INFO  metric postLayoutSetupSlackWorst = 0.1314 ns
INFO  metric internal-power = 0.2847 mW
INFO  metric crit_fanout = 8
INFO  metric cts.hold.buffers_added = 0
INFO  metric route.antenna.diode_count = 0
INFO  metric core_area = 11420 um^2
INFO  metric tightest_slew = 0.6958 ns
INFO  metric initialDrtViolationCount = 326
INFO  metric slowest_stage = sky130_fd_sc_hd__clkdlybuf4s50_1
INFO  metric routed_wirelength = 16.55 mm
INFO  metric synth_seq_share = 0%
INFO  metric antenna_found_initial = 0
INFO  metric detailedPlace.worstSlack = 0.03387 ns
INFO  metric grt.total_usage = 19.07%
INFO  metric p_switching = 0.1503 mW
INFO  metric place.detailed.hpwl = 14.27 mm
INFO  metric maxCapViolCount = 0
INFO  metric timing.fmax = 0.2399 GHz
INFO  metric synth-area-yosys = 2262 um^2
INFO  metric outcome = complete, no violations
INFO  metric seq_power_share = 0%
INFO  metric routed_wire_length_per_instance = 23.01 um
INFO  metric drc_errors = 0
INFO  metric netlist_area = 2262 um^2
INFO  metric sequential_cell_area = 0 um^2
INFO  metric shortest_period_the_worst_path_allows = 4.169 ns
INFO  metric gp_routability_congestion = 0.9196
INFO  metric placementRows = 39
INFO  metric worstSetupStartpointType = primary input
INFO  metric postRouteAntennaNets = 0
INFO  metric clkbuf_count = 0
INFO  metric netlist_instances = 331
INFO  metric power.leakage = 1.846 nW
INFO  metric place.port_buffers = 246
INFO  metric vias = 3863
INFO  metric floorplanUtilization = 19.81%
INFO  metric power_density = 85.96 nW/um^2
## metrics by stage
| step | instances | total power [mW] | hold slack [ns] | instance area [um^2] | utilization, % |
|---|---|---|---|---|---|
| after global routing | 719 | 0.4662 | 2.842 | 5061 | 44.32 |
| after CTS | 717 | 0.4343 | 2.797 | 5034 | 44.08 |
| after global placement | 717 | 0.4335 | 2.807 | 5034 | 44.08 |
| after detailed placement | 717 | 0.4319 | 2.800 | 5034 | 44.08 |
| after floorplan | 331 | 0.1288 | 1.800 | 2262 | - |
| final | 719 | 0.4350 | 2.789 | 5061 | 44.32 |
## cells in the mapped netlist (3+ instances only)
library cell / n / share of area, %
sky130_fd_sc_hd__nand3_1: 41 / 9.1
sky130_fd_sc_hd__nand2_1: 31 / 5.1
sky130_fd_sc_hd__mux2i_1: 30 / 13
sky130_fd_sc_hd__o21ai_0: 26 / 5.8
sky130_fd_sc_hd__buf_2: 22 / 4.9
sky130_fd_sc_hd__a22oi_1: 17 / 5.6
sky130_fd_sc_hd__a21oi_1: 15 / 3.3
sky130_fd_sc_hd__clkbuf_1: 10 / 1.7
sky130_fd_sc_hd__nor2_1: 9 / 1.5
sky130_fd_sc_hd__a211oi_1: 8 / 2.7
sky130_fd_sc_hd__buf_4: 8 / 2.7
sky130_fd_sc_hd__mux2_2: 8 / 4.0
sky130_fd_sc_hd__nand4_1: 8 / 2.2
sky130_fd_sc_hd__a22o_1: 7 / 2.7
sky130_fd_sc_hd__a221oi_1: 6 / 2.3
sky130_fd_sc_hd__a32oi_1: 6 / 2.3
sky130_fd_sc_hd__a32o_1: 5 / 2.2
sky130_fd_sc_hd__and3_1: 5 / 1.4
sky130_fd_sc_hd__nor2b_1: 5 / 1.4
sky130_fd_sc_hd__o211ai_1: 5 / 1.7
sky130_fd_sc_hd__nand3b_1: 4 / 1.3
sky130_fd_sc_hd__o32ai_1: 4 / 1.5
sky130_fd_sc_hd__a31oi_1: 3 / 0.83
sky130_fd_sc_hd__inv_1: 3 / 0.50
sky130_fd_sc_hd__nor3b_1: 3 / 1.0
sky130_fd_sc_hd__nor4_1: 3 / 0.83
## path summary, 6_finish.rpt
kind	start	to	slack, ns	cells after the start
worst min-delay path	packet_14[6]	data[6]	2.79	4
worst max-delay path	data_selector[4]	data[0]	0.13	9
## power by group through the flow
| stage | sequential (mW) | combinational [mW] | clock [mW] |
|---|---|---|---|
| after CTS | 0 | 0.434 | 0 |
| after global routing | 0 | 0.466 | 0 |
| final | 0 | 0.435 | 0 |
## worst max-delay path: cells and delay by family
family | cells | cell delay (ns)
compound gates | 2 | 0.65
simple gates | 2 | 0.27
buf+inv | 5 | 1.54
## cell families (layout without fill, tap and decap cells)
| group | count (synthesis) | in the layout | synth area share [%] |
|---|---|---|---|
| buf+inv | 43 | 288 | 9.680 |
| mux | 40 | 40 | 19.25 |
| compound gates | 121 | 121 | 38.44 |
| simple gates | 127 | 127 | 32.63 |
## timing repair
item | in CTS | in global routing
hold endpoints to repair | 0 | 0
setup endpoints to repair | 0 | 3
resized | 0 | 4
setup buffers | 0 | 2
## metal layers
metal / routed length [um] / track usage (%)
met1: 6838 / 23.97
met2: 7874 / 31.69
met3: 1628 / 6.169
met4: 204 / 2.914
met5: 0 / 0
## final cells by class
class | instances | area (um^2)
Fill cell | 1145 | 6357
Tap cell | 143 | 178.9
Multi-Input combinational cell | 288 | 2088
Inverter | 3 | 11.26
Timing Repair Buffer | 285 | 2783
No activity file was given, so power comes from the tool's default toggle rates.
